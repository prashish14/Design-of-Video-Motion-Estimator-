[./config.mk]
export PLATFORM = sky130hd
export DESIGN_NAME = control
export DESIGN_NICKNAME = control
export VERILOG_FILES = /design/flow/design.v
export SDC_FILE = /design/flow/constraint.sdc
export NUM_CORES = 4
export LEC_CHECK = 1
export CORE_UTILIZATION = 40
[./constraint.sdc]
current_design control

set clk_period 6.2
set clk_io_pct 0.2

create_clock -name clk0 -period $clk_period [get_ports {clock}]

set non_clock_inputs [all_inputs -no_clocks]
set_input_delay [expr $clk_period * $clk_io_pct] -clock clk0 $non_clock_inputs
set_output_delay [expr $clk_period * $clk_io_pct] -clock clk0 [all_outputs]
[./design.v]
module control (clock,start,s1s2mux,newdist,compstart,peready,vectorx,vectory,addressR,addresss1,addresss2);
input clock;
input start;
output [15:0] s1s2mux;
output [15:0] newdist;
output compstart;
output [15:0] peready;
output [3:0] vectorx, vectory;
output [7:0] addressR;
output [9:0] addresss1, addresss2;
reg [12:0] count;  
reg [12:0] temp;
reg [15:0] newdist;
reg compstart; 
reg completed;
reg [7:0] addressR;
reg [9:0] addresss1, addresss2;
reg [15:0] s1s2mux;
reg [3:0] vectorx, vectory;
reg [15:0] peready;
integer i;
always@(posedge clock)
begin
if (start==0) count = 0;
else  count = count + 12'b1;
end
always@(count)
begin
for (i=0;i<16;i=i+1)
begin
newdist[i] = (count[7:0] == i);
peready[i] = (newdist[i] && !(count<256));
s1s2mux[i] = (count[3:0]>=i);
compstart = (!(count<256));
end          
addressR = count[7:0];
addresss1 = (count[11:8] + count[7:4]) *31 + count[3:0] ;
temp = count[11:0] - 16;  
addresss2 = (temp[11:8] + temp[7:4])*31 + temp[3:0] + 16;
vectorx = count[3:0] - 8;
vectory = count[11:8] - 8;
completed = (count[12:0]== 16*(256+1));
end 
endmodule   
[./run.sh]
#!/bin/bash
# OpenROAD 26Q1-2900-gdf79404cd8, Yosys 0.63+post, stock flow scripts
make -C /OpenROAD-flow-scripts/flow DESIGN_CONFIG=/design/flow/config.mk WORK_HOME=/design/flow/orfs finish
==> metrics.yaml <==
run_status:
  status: "completed"
routing:
  firstDrtPassIters: 4
  ant_nets: 0
  viasPerCell: 4.62
  antennaDiodeCount: 0
  initialDrtViolationCount: 59
  num_vias: 2501
  finalWirelength_um: 6370
  wire_per_inst_um: 11.8
  drc_errors: 0
finish:
  drive_gt1_frac: 0.180
  fillerInstances: 614
  utilization: 0.607
  area_delta_synth_final_pct: 44.7
  largest_reg_flops: 13
cts:
  cts.path.max_buffers: 2
  hold_buffers: 0
  clock-sinks: 13
  clkTransAtPathRegs_ns: 0.06
  htree_levels: 1
  cts-root-buf: "clkbuf_8"
  cts_made_buffers: 3
  clock_latency_ns: 0.24
  cts_tree: "built"
logic_synthesis:
  top_cells_by_area: "ha_1 (26%), fa_1 (15%), dfxtp_1 (9.0%)"
  ys_warn_count: 1
  seq_area_frac_synth: 0.0899
  top_cells_by_count: "ha_1 (60), nor2_1 (54), inv_1 (48)"
  ys_area_sq_mm: 0.00290
  top_cell: "ha_1"
  syn_inst: 350
  yosys_cells: 350
  async_reset_ff_frac: 0
  yosysUniqueCellTypes: 44
  synthFlopType: "dfxtp_1"
  synth_area_per_cell_sq_um: 8.27
  netlist_area_sq_mm: 0.00290
  edf_count: 0
  post-synth-top-area-cell: "ha_1"
  ys.flops: 13
  netlist.area_leader.share: 0.259
critical_path:
  cp_cell_sequence: "or4_4 -> nor2_4 -> xor2_2 -> ha_1 -> a211oi_2 -> nor2_1 -> xor2_1 -> inv_2 -> nor2_4 -> nor2_4 -> ha_4 -> ha_4 -> fa_1 -> ha_1 -> a21o_1 -> a211oi_2 -> nor2_2 -> o41ai_4 -> xor3_1 -> buf_2"
  cp_slowest_cell: "or4_4"
  critPathMaxStageDelay_ns: 0.55
  crit_type: "reg2out"
  crit_fanout: 3
  end_kind: "output pin"
  arrival_ns: 4.92
  cp-start-kind: "register"
  required_ns: 4.96
  crit_top_cell: "nor2_4"
floorplanning:
  core_util_floorplan: 0.419
  die_x_um: 87.1
  die_height_um: 87.1
  rows: 30
  core_sq_mm: 0.00691
  dieArea_sq_mm: 0.00758
  ioPinCount: 87
sta:
  post-route-min-period_ns: 6.16
  fin_crit_sh: 0.993
  timing.final.hold_violations: 0
  clock-skew-final_ns: 0.00297
  max_slew_margin: 0.629
  rsz0062_at_grt: "yes"
  drv_slew: 0
  setup_viol: 0
  worst_pin_slew_ns: 0.556
  fin_tns_setup_ns: 0
  max_freq_mhz: 162
job:
  drv_cap: 0
  warnings: 36
place:
  gp_congestion: 0.848
  io_buffers: 85
  dp_hpwl_um: 5180
global_routing:
  antenna_found_initial: 0
  grt_pass1_wl_um: 10600
  grt_start_max_net_pins: 14
  grt-ovfl-total: 0
  grt_pass1_vias: 2311
  track_usage: 0.176
pwr:
  power_density_mw_per_mm2: 52.8
  ir_worst_vdd_uv: 86.8
  cellLeakagePower_nw: 2.02
hold_path:
  hold_class: "reg2reg"
-- per-layer routing --
layer | routed length, um | share of wire | vias to the layer above | track usage
li1 | - | - | 1299 | -
met1 | 3230 | 0.51 | 1151 | 0.283
met2 | 2890 | 0.45 | 47 | 0.279
met5 | 0 | 0 | - | 0
met3 | 206 | 0.032 | 4 | 0.0106
met4 | 45 | 0.0071 | 0 | 0.0106
-- path summary, 6_finish.rpt --
check                 start      endpoint  slack [ns]  cells after the start
setup / recovery   count[7]  addresss2[9]        0.04                     20
hold / removal    count[12]     count[12]        0.54                      2
setup reg to reg   count[1]     count[12]        4.28                      6
hold reg to reg   count[12]     count[12]        0.54                      2
-- cell type report --
| type | instances | area (sq um) | area share |
|---|---|---|---|
| Multi-Input combinational cell | 262 | 2480 | 0.593 |
| Timing Repair Buffer | 116 | 1080 | 0.258 |
| Sequential cell | 13 | 267 | 0.0636 |
| Inverter | 50 | 190 | 0.0454 |
| Tap cell | 96 | 120 | 0.0287 |
| Clock buffer | 3 | 41.3 | 0.00985 |
| Clock inverter | 1 | 5.00 | 0.00119 |
-- cells by family (layout without fill, tap and decap cells) --
family          after synthesis  in the layout  synth area share
simple gates                116            116             0.196
fa+ha+maj                    82             82             0.411
buf+inv                      75            170             0.120
compound gates               31             31            0.0791
xor+xnor                     31             31            0.0990
flops                        13             13            0.0899
other cells                   1              1           0.00130
mux                           1              1           0.00346
-- stage by stage --
stage          total power [W]  hold slack (ns)  area [sq um]  setup WS (ns)  instances
2_1_floorplan         0.000114            0.483          2900          0.105        350
6_report              0.000221            0.540          4190         0.0432        541
3_3_place_gp          0.000145            0.522          3900         -0.168        532
3_5_place_dp          0.000145            0.539          3900         -0.182        532
5_1_grt               0.000236            0.587          4190         -0.207        541
4_1_cts               0.000225            0.550          4030         0.0210        539
-- report_power, final --
| part | switching (W) | total [W] | internal (W) |
|---|---|---|---|
| sequential | 0.00000505 | 0.0000902 | 0.0000852 |
| clock | 0.0000336 | 0.0000780 | 0.0000444 |
| combinational | 0.0000194 | 0.0000530 | 0.0000336 |
| total | 0.0000581 | 0.000221 | 0.000163 |
-- critical path: cells and delay by family (launching register included) --
family,cells,cell delay (ns)
DFF,1,0.32
and+or+nand+nor,6,1.04
xor gates and xnor gates,3,0.77
AOI/OAI and AO/OA,4,0.83
adders and majority gates,5,1.50
buffers and inverters,2,0.21
-- timing repair --
item                                   in CTS  in global routing
setup endpoints to repair                   4                  9
gates resized                              24                 28
endpoints found under the hold margin       0                  0
pin swaps                                  28                 21
buffers inserted                            3                  2
-- cell usage in the layout (no fill, tap or decap), types with 9 or more instances in the layout --
master / instances
fa_1: 19
ha_1: 52
nor2_1: 50
clkdlybuf4s50_1: 81
nand3_1: 9
xnor2_1: 17
inv_1: 43
buf_4: 29
nand2_1: 15
and2_1: 12
Power and IR drop assume default switching activity.
