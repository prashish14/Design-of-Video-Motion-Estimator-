File: ./config.mk
export PLATFORM = sky130hd
export DESIGN_NAME = pe
export DESIGN_NICKNAME = pe
export VERILOG_FILES = /design/flow/design.v
export SDC_FILE = /design/flow/constraint.sdc
export NUM_CORES = 4
export LEC_CHECK = 1
export CORE_AREA = 10 10 106 106
export DIE_AREA = 0 0 116 116
File: ./constraint.sdc
current_design pe

set clk_period 6.6
set clk_io_pct 0.2

create_clock -name clk0 -period $clk_period [get_ports {clock}]

set non_clock_inputs [all_inputs -no_clocks]
set_input_delay [expr $clk_period * $clk_io_pct] -clock clk0 $non_clock_inputs
set_output_delay [expr $clk_period * $clk_io_pct] -clock clk0 [all_outputs]
File: ./design.v
module pe (clock ,r , s1 ,s2 ,s1s2mux , newdist, accumulate, rpipe);
input clock;
input [7:0] r;
input [7:0] s1;
input [7:0] s2;
input  s1s2mux;
input  newdist;  
output [7:0] accumulate;
output [7:0] rpipe;
reg [7:0]  rpipe,accumulate,accumulatein,difference;  
reg carry;
always @(posedge clock) rpipe <= r;
always @(posedge clock) accumulate <=  accumulatein;
always @(r or s1 or s2 or s1s2mux or newdist or accumulate)
begin  
if (s1s2mux) 
 difference = (r - s1);
else 
difference = (r - s2);
if (difference < 0) difference = 0 - difference;
 {carry,accumulatein} = accumulate + difference;
 if (carry == 1) accumulatein = 8'hFF;
 if (newdist == 1) accumulatein = difference;
end
endmodule
File: ./run.sh
#!/bin/bash
# OpenROAD 26Q1-2900-gdf79404cd8, Yosys 0.63+post, stock flow scripts
make -C /OpenROAD-flow-scripts/flow DESIGN_CONFIG=/design/flow/config.mk WORK_HOME=/design/flow/orfs finish
==> deck_impl_summary.md <==
Key Metrics from the Run

Drt
  – DRT iter0 DRCs: 28
  – Diode count: 0
  – Vias: between 900 and 1000
  – # DRC: 0
  – Vias per cell: 3.63
  – Total Wirelength: 3280 um
  – First-pass detailed-route iteration total: 4
  – Routed wire length per instance: 12.2 um
  – Post-route ant nets: 0

Clock network
  – Root buffer cell: clkbuf_8
  – Clock Path Buffers: 2
  – Max H-tree Level: 1
  – CTS Buf Count: 3
  – Post-CTS sizing: 0
  – CTS clock-pin slew for the worst setup and hold paths: 0.08 ns
  – Clk ins delay skew pair: 0.26 ns
  – Clk sink count: 16
  – Post CTS Setup Buffer Count: 0
  – TritonCTS clock tree: built
  – Hold_buf cts: 0

STA
  – Final Cycle Share: ~73%
  – Worst Tran Pin Value: between 0.5 and 0.6 ns
  – Final hold violations: 0
  – Setup_tns: 0 ns
  – RSZ-0062 raised after global routing: no
  – Min Tclk post-route: approximately 4.8 ns
  – Clk_skew: 0.00498 ns
  – Setup-failing EPs final: 0
  – Headroom to the max-slew limit: between 60% and 70%
  – Fmax: between 200 and 250 MHz
  – Max-slew violations: 0

Yosys
  – Avg Cell Area, Syn: between 9 and 10 sq um
  – Ys cells: 115
  – Synth logic family: adder cells
  – Synth warn: 1
  – Simple share: between 10 and 15%
  – Predominant post-synthesis flop cell: dfxtp_1
  – Post-synth seq share: between 20 and 30%
  – Post-synth area from yosys stat: 0.00112 sq mm
  – Ao+oa area frac: 19.6%
  – Adder share: 20.4%
  – Post-synth EDFFs: 0
  – Flops after synth: 16
  – XOR Share, Synth: a little under 8%
  – Yosys cell types: 34
  – Post-Syn Area: approximately 0.0011 sq mm
  – Synthesized instance count: approximately 120
  – Synth mux share: 9.19%
  – Async S/R FF share, synth: 0%

Worst setup path
  – Crit path max fanout: 8
  – Cells on worst reg2reg path: 6
  – CP Capture Type: register
  – FF-to-FF Start: accumulate[0]
  – Startpoint Class: input port
  – FF-to-FF End: accumulate[7]
  – R2r setup slk: 4.63 ns
  – Worst Path Required: 6.75 ns
  – Setup CP Type: in2reg
  – Worst EP arrival: between 4 and 5 ns

Flow run
  – Max-cap check violation count: 0
  – Tool warnings: 25

Floorplanning
  – Core Region: 0.00885 sq mm
  – Initial Utilization: 12.6%
  – Row count: 34
  – Die area: 0.0135 sq mm
  – Vert. Die Dim: ~120 um
  – I/O pins: 43
  – Die x size: 116 um

Layout
  – Layout cells sized above 1: 6.25%
  – # fillers: 964
  – Area delta synth->final: 53.7%
  – Logic area: 758 sq um
  – Storage cell area: 320 sq um
  – Final Util: between 10% and 20%

Global routing
  – First-pass GRT wire length: 5090 um
  – Initial antenna violation count: 0
  – Largest net degree at the start of global routing: 10
  – Remaining global-route overflow: 0
  – Vias in the first global route: about 1000
  – Gr usage total: 4.71%

Pwr
  – PwrDens: between 300 and 400 mW/mm^2
  – Clock group share of total power: 15.7%
  – P_leak: about 0.0007 uW
  – Pint: 374 uW
  – P_sw: 222 uW
  – Share of power burned in registers: between 20% and 30%
  – Worst VDD drop: 98.2 uV
  – Comb pwr share: ~60%
  – Switch share: 37.2%

Hold path
  – Worst Hold Endpoint: accumulate[0]
  – WHS Path Cells: 3
  – Critical hold path startpoint: accumulate[0]
  – Hold Crit Class: reg2reg

Placement
  – Post-DP HPWL: 2820 um
  – Buffers on Ports: 42
  – Routability congestion estimate: 0.767

Run status
  – Run status: completed
[sequential cells by signal (all words and copies together) (netlist names)]
| signal | count |
|---|---|
| accumulate | 8 |
| rpipe | 8 |
[per-layer routing]
layer  vias up  part of all wire (%)  GRT usage, %
met5         -                     0             0
met4         0                     0        0.0834
met3         0                   9.1          2.09
met2        25                    43          7.17
met1       440                    48          6.41
li1        508                     -             -
[cell usage after synthesis, types with 2 or more instances]
master / number / area, sq um
a21o_1: 3 / 22.5
a21oi_1: 12 / 60.1
dfxtp_1: 16 / 320
fa_1: 2 / 40.0
ha_1: 15 / 188
inv_1: 7 / 26.3
mux2i_1: 8 / 80.1
nand2_1: 4 / 15.0
nand3_1: 2 / 10.0
nor2_1: 8 / 30.0
nor2b_1: 2 / 12.5
o21a_1: 2 / 15.0
o21ai_0: 2 / 10.0
o22a_1: 4 / 35.0
xnor2_1: 6 / 52.6
xor2_1: 4 / 35.0
[through the flow]
step	cells	hold WS (ns)	power, uW	setup slack (ns)	cell area, sq um
detailed placement	264	0.621	507	1.52	1660
floorplan	115	0.567	386	2.55	1120
CTS	268	0.642	606	1.79	1720
global placement	264	0.610	506	1.56	1660
finish	268	0.639	597	1.80	1720
global route	268	0.710	653	1.55	1720
[cell usage in the layout, fill, tap and decap left out, types with 2 or more instances in the layout]
cell type,count
a21o_1,3
a21oi_1,12
clkbuf_8,4
clkdlybuf4s50_1,42
dfxtp_1,16
fa_1,2
ha_1,15
inv_1,7
mux2i_1,8
nand2_1,4
nand3_1,2
nor2_1,8
nor2b_1,2
o21a_1,2
o21ai_0,2
o22a_1,4
xnor2_1,6
xor2_1,4
[area by class of cell]
type | instances | area share (%)
Sequential cell | 16 | 18.7
Tap cell | 108 | 7.88
Inverter | 7 | 1.53
Timing Repair Buffer | 42 | 24.5
Clock buffer | 4 | 3.21
Multi-Input combinational cell | 91 | 44.2
[kinds of logic (layout without fill, tap and decap cells)]
group / after synthesis / after routing
AOI/OAI and AO/OA: 32 / 32
xor gates and xnor gates: 10 / 10
adders and majority gates: 17 / 17
buffers and inverters: 8 / 53
DFF: 16 / 16
muxes: 10 / 10
and+or+nand+nor: 22 / 22
[how the worst max path moves through the flow]
| stage | startpoint | to | depth (start not counted) |
|---|---|---|---|
| after CTS | s1s2mux | accumulate[7] | 13 |
| after global routing | s1s2mux | accumulate[7] | 13 |
| final | s1s2mux | accumulate[7] | 13 |
[critical path: stages]
cell,delay (ns)
clkdlybuf4s50_1,0.80
mux2_2,0.40
ha_1,0.20
fa_1,0.43
nor2b_4,0.13
o31ai_1,0.08
a21oi_1,0.18
xor2_1,0.25
ha_1,0.32
o21a_1,0.14
o21ai_1,0.16
a32oi_2,0.14
o32a_1,0.38
[power by group through the flow]
| stage | Clock, uW | Combinational, uW | Sequential [uW] |
|---|---|---|---|
| finish | 93.6 | 360 | 143 |
| CTS | 97.2 | 364 | 145 |
| global route | 102 | 403 | 148 |
Power is estimated from default activity; no workload was simulated.
