[config.mk]
export PLATFORM = sky130hd
export DESIGN_NAME = comp
export DESIGN_NICKNAME = comp
export VERILOG_FILES = /design/flow/design.v
export SDC_FILE = /design/flow/constraint.sdc
export NUM_CORES = 4
export LEC_CHECK = 1
export CORE_UTILIZATION = 40
[constraint.sdc]
current_design comp

set clk_period 7.5
set clk_io_pct 0.2

create_clock -name clk0 -period $clk_period [get_ports {clock}]

set non_clock_inputs [all_inputs -no_clocks]
set_input_delay [expr $clk_period * $clk_io_pct] -clock clk0 $non_clock_inputs
set_output_delay [expr $clk_period * $clk_io_pct] -clock clk0 [all_outputs]
[design.v]
module comp (clock,compstart,peout,peready,vectorx,vectory,bestdist,motionx, motiony);
input clock;
input compstart;
input [8*16-1:0] peout;
input [15:0] peready;
input [3:0] vectorx, vectory;
output [7:0] bestdist;
output [3:0] motionx,motiony;
reg [7:0] bestdist=8'hFF;
reg [7:0] newvalue;
reg [3:0] motionx, motiony;
reg newbest;
always@(posedge clock)
  if (newbest==1) 
begin
motionx <= vectorx;
motiony <= vectory;
bestdist <= newvalue;
end
else
begin
motionx <= motionx;
motiony <= motiony;
bestdist <= bestdist;
end 
always @(*)
begin
case(peready)
16'b0000000000000001 :newvalue = peout[7:0];
16'b0000000000000010 :newvalue = peout[15:8];
16'b0000000000000100 :newvalue = peout[23:16];
16'b0000000000001000 :newvalue = peout[31:24];
16'b0000000000010000 :newvalue = peout[39:32];
16'b0000000000100000 :newvalue = peout[47:40];
16'b0000000001000000 :newvalue = peout[55:48];
16'b0000000010000000 :newvalue = peout[63:56];
16'b0000000100000000 :newvalue = peout[71:64];
16'b0000001000000000 :newvalue = peout[79:72];
16'b0000010000000000 :newvalue = peout[87:80];
16'b0000100000000000 :newvalue = peout[95:88];
16'b0001000000000000 :newvalue = peout[103:96];
16'b0010000000000000 :newvalue = peout[111:104];
16'b0100000000000000 :newvalue = peout[119:112];
16'b1000000000000000 :newvalue = peout[127:120];
endcase
 if (newvalue < bestdist) 
newbest=1;
else 
begin 
newbest=0;
end
end
endmodule
[run.sh]
#!/bin/bash
# OpenROAD 26Q1-2900-gdf79404cd8, Yosys 0.63+post, stock flow scripts
make -C /OpenROAD-flow-scripts/flow DESIGN_CONFIG=/design/flow/config.mk WORK_HOME=/design/flow/orfs finish
==> out/metrics.csv <==
stage,metric,value,unit
setup_path,crit-path cells,"clkdlybuf4s50_1, or4_1, nor4_2, nor4_1, and4_4, nor3_1, nor2_1, ha_1, a21o_1, a21o_1, a21oi_1, nand3_1, o21ai_2",
clocking,H-Tree Depth,1,
setup_path,reg2reg start,bestdist[5],
route,DR WL/cell,17.4,um
timing,fin worst setup slack,1.28,ns
timing,setup tns final,0,ns
timing,register pins left without a clock,8,
setup_path,Worst Path Required,7.37,ns
floorplanning,DIE WIDTH,75.7,um
synthesis,Synth area leaders,"edfxtp_1, a222oi_1, nor4_2",
timing,Final Hold Vio Count,0,
finish,post-layout instance area,4000,um^2
timing,Final Skew,0.000396,ns
synthesis,mean post-synth cell area,9.21,um^2
route,antenna cells,0,
route,DRC Markers,0,
floorplanning,Core Footprint,5170,um^2
setup_path,CP Launch Type,input pin,
finish,Fill cells,367,
run,MaxCap Viol Count,0,
setup_path,Crit Path Category,input pin to register,
floorplanning,I/O Pins,170,
synthesis,total of warnings raised by yosys,1,
clocking,Clock Tree Root,clkbuf_8,
route,post-route ant nets,0,
finish,layout overhead on the synthesized area,84.0,%
placement,Post-DP Area,3960,um^2
route,Routed WL,8320,um
global_route,vias in the first global route,2545,
pwr,Leak,1.40,nW
placement,DP Worst Slack,1.08,ns
finish,share of cells above drive strength 1,0.127,
timing,Final setup viols,0,
route,DR WL met2,3970,um
timing,Slew Limit Fails,0,
clocking,Num CTS Buffers,3,
route,vias per cell,5.81,
timing,max_slew headroom,0.413,
synthesis,largest area contributor in the netlist,edfxtp_1,
timing,worst slew pin tran,0.873,ns
placement,IO Port Bufs,168,
outcome,status,"complete, no violations",
finish,Seq. cell area,601,um^2
worst_hold_path,hold-critical path depth,2,
synthesis,Area leader share,0.221,
synthesis,Post-synth regs,24,
route,DRT met1 WL,3410,um
route,DR WL met3,830,um
finish,Gate Area,1450,um^2
synthesis,Synth top cell by count,a222oi_1,
global_route,GRT overflow,0,
global_route,initial antenna violation count,0,
clocking,CTS tree,built,
timing,Min Hold Slack,0.962,ns
synthesis,synthesized instance count,236,
placement,Detailed Place HPWL,6830,um
timing,f_max,161,MHz
clocking,Post-CTS Hold Fix Bufs,0,
floorplanning,Init Core Util,0.420,
synthesis,ys flop type,edfxtp_1,
global_route,largest net degree at the start of global routing,25,
floorplanning,die area,5740,um^2
floorplanning,die height,75.7,um
setup_path,Most Frequent Cell on Critical Path,a21o_1,
synthesis,"Async S/R FF share, synth",0,
setup_path,Crit-path slowest cell,or4_1,
timing,final period utilization,0.829,
floorplanning,Core Rows,26,
synthesis,number of enable flip-flop cells,16,
setup_path,crit path from,peready[13],
pwr,Max VDD drop,0.0842,mV
placement,routability cong.,0.870,
route,vias,2776,
synthesis,chip area in the Yosys report,2170,um^2
setup_path,R2R cell count,7,
run,Log Warnings,27,
setup_path,worst reg2reg setup slack,5.16,ns
route,drt first pass iters,7,
synthesis,Post-synth top cells,"a222oi_1, a22oi_1, nor2_1",
timing,RSZ-0062 raised after global routing,false,
timing,endpoints left unconstrained,16,
synthesis,Distinct lib cells used,41,
route,top layer in use,met4,
clocking,clk latency late pin,0.24,ns
clocking,clock tree buffer depth,2,
global_route,gr usage total,0.283,
timing,post-layout min period,6.22,ns
setup_path,reg2reg end,motiony[1],
clocking,post-cts sizing count,0,
setup_path,Worst Setup End Kind,register,
pwr,Power Dens Cells,86.8,nW/um^2
setup_path,"Largest stage delay, worst path",0.91,ns
global_route,first-pass GRT wire length,12200,um
worst_hold_path,Hold Path Class,register to register,
route,drt initial violations,202,
worst_hold_path,worst hold start,bestdist[0],
clocking,postcts setup bufs,0,
worst_hold_path,WHS Endpoint,bestdist[0],
setup_path,CP Data Arrival Time,6.09,ns
clocking,Clock Pin Slew Worst Setup and Hold Paths,0.06,ns
setup_path,"Max FO, Critical Path",19,
synthesis,mapped cell area,2170,um^2
synthesis,# Cells Yosys,236,
-- routing by layer --
layer | up-vias | track usage
met1 | 1252 | 0.392
met5 | - | 0
met4 | 0 | 0.0473
met3 | 10 | 0.0710
li1 | 1362 | -
met2 | 152 | 0.458
-- registers in the layout, indices dropped and copies added (netlist names) --
register / count
bestdist: 8
newvalue: 8
motionx: 4
motiony: 4
-- logic make-up (layout without fill, tap and decap cells) --
family | after synthesis | after routing | share of synthesized area
XOR/XNOR | 1 | 1 | 0.00403
latches | 8 | 8 | 0.0552
AND/OR/NAND/NOR | 124 | 124 | 0.396
flip-flops | 16 | 16 | 0.221
buffers and inverters | 22 | 194 | 0.0581
AND-OR/OR-AND | 58 | 58 | 0.226
adder cells (fa/ha/maj) | 7 | 7 | 0.0403
-- cells in the final DEF, fill, tap and decap left out, types with 3 or more instances in the layout --
cell             synthesis  final
clkdlybuf4s50_1          0    168
a222oi_1                21     21
a22oi_1                 20     20
nor2_1                  19     19
nor4_1                  17     17
edfxtp_1                16     16
nand2_1                 15     15
buf_4                    0     15
nor4_2                  14     14
or4b_2                  13     13
nand4_1                  9      9
nand3_1                  9      9
nor3_1                   8      8
dlxtn_1                  8      8
inv_1                    7      7
ha_1                     7      7
or4_1                    4      4
a211oi_1                 4      4
clkbuf_8                 0      3
-- worst max-delay path: cells and delay by family --
kind / cells / cell delay [ns]
and+or+nand+nor: 7 / 2.67
buffers and inverters: 1 / 0.45
adders and majority gates: 1 / 0.31
AOI/OAI and AO/OA: 4 / 1.15
-- where the power goes --
group / internal, mW / switching, mW
sequential: 0.124 / 0.00614
combinational: 0.109 / 0.0466
clock: 0.0362 / 0.0254
total: 0.269 / 0.0781
-- worst max path at each step --
stage / endpoint / slack, ns / depth (start not counted)
finish: motiony[1] / 1.28 / 13
global route: motionx[0] / 0.94 / 13
CTS: motiony[1] / 1.33 / 13
-- final cells by class --
| cell class | instances | area share |
|---|---|---|
| Timing Repair Buffer | 183 | 0.448 |
| Clock buffer | 3 | 0.0103 |
| Inverter | 7 | 0.00657 |
| Tap cell | 70 | 0.0219 |
| Multi-Input combinational cell | 190 | 0.362 |
| Sequential cell | 24 | 0.150 |
| Clock inverter | 1 | 0.000938 |
-- stage by stage --
stage                     instances  utilization  power [mW]
after global placement          474        0.765       0.285
after floorplan                 236            -       0.169
after CTS                       478        0.774       0.350
final                           478        0.774       0.347
after detailed placement        474        0.765       0.287
after global routing            478        0.774       0.372
Power figures rest on the tool's default switching activity, not on a simulated workload.
